File: ./design.v
module cp_pi_if(
    input CLK,  
    input RTC_CS_n,
    input IORD_n,
    input IOWR_n,
    input [1:0] CP_A,
    input PI_REQ,
    input PI_WR,
    input [1:0] PI_A,
    output reg PI_ACK,
    inout [7:0] D,
    output reg LE_OUT = 1'b0,
    output reg OE_IN_n = 1'b1,
    output OE_OUT_n,
    inout [7:0] PI_D,
    output INT6_n,
    output reg PI_IRQ = 1'b0,
    output [15:0] RAM_A,
    output reg RAM_OE_n = 1'b1,
    output reg RAM_WE_n = 1'b1
    );
localparam [1:0] REG_SRAM = 2'd0;
localparam [1:0] REG_IRQ = 2'd1;
localparam [1:0] REG_A_LO = 2'd2;
localparam [1:0] REG_A_HI = 2'd3;
localparam [2:0] STATE_IDLE = 3'd0;
localparam [2:0] STATE_SWAP_ADDRESSES = 3'd1;
localparam [2:0] STATE_ADDRESS_STABLE = 3'd2;
localparam [2:0] STATE_LATCH_OPEN = 3'd3;
localparam [2:0] STATE_LATCH_CLOSED = 3'd4;
reg [2:0] state = STATE_IDLE;
wire cp_rd = !RTC_CS_n && !IORD_n;
wire cp_wr = !RTC_CS_n && !IOWR_n;
wire cp_req = cp_rd || cp_wr;
reg cp_req_sync;
reg cp_ack;
reg pi_req_sync;
always @(posedge CLK) begin
    cp_req_sync <= cp_req;
    pi_req_sync <= PI_REQ;
end
reg cp_irq;
assign INT6_n = cp_irq ? 1'b0 : 1'bz;
assign OE_OUT_n = !cp_rd;
reg [1:0] access_reg = 2'b0;
reg write_access = 1'b0;
reg cp_access = 1'b0;
reg drive_data_from_pi = 1'b0;
wire drive_irq = state != STATE_IDLE && access_reg == REG_IRQ && !write_access;
assign D = drive_data_from_pi ? PI_D : (drive_irq ? {7'd0, cp_access ? cp_irq : PI_IRQ} : 8'bz);
reg [7:0] pi_data;  
assign PI_D = PI_REQ && !PI_WR ? pi_data : 8'bz;
reg [15:0] front_address = 16'h0;
reg [15:0] back_address = 16'h0;
assign RAM_A = front_address;
always @(posedge CLK) begin
    case (state)
        STATE_IDLE: begin
            if (cp_req_sync && !cp_ack) begin
                state <= !cp_access ? STATE_SWAP_ADDRESSES : STATE_ADDRESS_STABLE;
                access_reg <= CP_A;
                write_access <= !IOWR_n;
                cp_access <= 1'b1;
                if (!IOWR_n) begin
                    OE_IN_n <= 1'b0;
                end else begin
                    if (CP_A == REG_SRAM)
                        RAM_OE_n <= 1'b0;
                end
            end else if (pi_req_sync && !PI_ACK) begin
                state <= cp_access ? STATE_SWAP_ADDRESSES : STATE_ADDRESS_STABLE;
                access_reg <= PI_A;
                write_access <= PI_WR;
                cp_access <= 1'b0;
                if (PI_WR) begin
                    drive_data_from_pi <= 1'b1;
                end else begin
                    if (PI_A == REG_SRAM)
                        RAM_OE_n <= 1'b0;
                end
            end
        end
        STATE_SWAP_ADDRESSES: begin
            front_address <= back_address;
            back_address <= front_address;
            state <= STATE_ADDRESS_STABLE;
        end
        STATE_ADDRESS_STABLE: begin
            if (write_access) begin
                if (access_reg == REG_SRAM)
                    RAM_WE_n <= 1'b0;
            end else begin
                if (cp_access)
                    LE_OUT <= 1'b1;
            end
            state <= STATE_LATCH_OPEN;
        end
        STATE_LATCH_OPEN: begin
            LE_OUT <= 1'b0;
            RAM_WE_n <= 1'b1;
            if (write_access) begin
                case (access_reg)
                    REG_IRQ: begin
                        if (D[7])
                            {PI_IRQ, cp_irq} <= {PI_IRQ, cp_irq} | D[1:0];
                        else
                            {PI_IRQ, cp_irq} <= {PI_IRQ, cp_irq} & ~D[1:0];
                    end
                    REG_A_LO: front_address[7:0] <= D;
                    REG_A_HI: front_address[15:8] <= D;
                endcase
            end else begin
                if (!cp_access)
                    pi_data <= D;
            end
            state <= STATE_LATCH_CLOSED;
        end
        STATE_LATCH_CLOSED: begin
            OE_IN_n <= 1'b1;
            RAM_OE_n <= 1'b1;
            drive_data_from_pi <= 1'b0;
            if (access_reg == REG_SRAM)
                front_address <= front_address + 16'd1;
            if (cp_access)
                cp_ack <= 1'b1;
            else
                PI_ACK <= 1'b1;
            state <= STATE_IDLE;
        end
    endcase
    if (!cp_req_sync)
        cp_ack <= 1'b0;
    if (!pi_req_sync)
        PI_ACK <= 1'b0;
end
endmodule
File: ./run.sh
#!/bin/bash
# OpenROAD 26Q1-2900-gdf79404cd8, Yosys 0.63+post, stock flow scripts
make -C /OpenROAD-flow-scripts/flow DESIGN_CONFIG=/design/flow/config.mk WORK_HOME=/design/flow/orfs finish
File: ./config.mk
export PLATFORM = sky130hd
export DESIGN_NAME = cp_pi_if
export DESIGN_NICKNAME = cp_pi_if
export VERILOG_FILES = /design/flow/design.v
export SDC_FILE = /design/flow/constraint.sdc
export NUM_CORES = 4
export LEC_CHECK = 1
export CORE_UTILIZATION = 30
File: ./constraint.sdc
current_design cp_pi_if

set clk_period 4.7
set clk_io_pct 0.2

create_clock -name clk0 -period $clk_period [get_ports {CLK}]

set non_clock_inputs [all_inputs -no_clocks]
set_input_delay [expr $clk_period * $clk_io_pct] -clock clk0 $non_clock_inputs
set_output_delay [expr $clk_period * $clk_io_pct] -clock clk0 [all_outputs]
==> run summary <==
Buffers on Ports -> 32
Fp_density -> 0.315
Status -> aborted with a tool error
Post-synth top flop -> edfxtp_1
Number of clock sinks -> 58
Synth cell types -> 48
Yosys stat cell total -> 209
Yosys warnings -> 4
Cell Rows -> 33
Post-Syn Area -> 0.00263 sq mm
Syn avg cell area -> 12.6 sq um
Halt Stage -> clock tree synthesis
Flops & latches, synth -> 58
Yosys chip area -> 0.00263 sq mm
I/O pin total -> 50
DIE WIDTH -> 95.5 microns
CTS buffer count -> 9
Die Y -> 95.5 microns
Post-synthesis sequential area ratio -> 0.648
Placer Congestion -> 0.795
Cell count after placement -> 343
Async set or reset register ratio after synthesis -> 0
Mapped Cells -> 209
Clock Tree Buf Depth -> 2
Post-cts sizing count -> 0
Number of enable flip-flop cells -> 54
CTS Hold Bufs -> 0
Error msg -> [error] [KeplerFormal.cpp:679] Workflow failed: Iso has multiple drivers: .D0, _183_.Y0
Setup Buffers After CTS -> 0
HPWL after DPL -> 3770 microns
Clock root cell -> clkbuf_8
H-tree depth -> 3
-- cell usage after synthesis, types with 2 or more instances --
master	number	share of area
inv_1	9	0.013
xnor2_1	6	0.020
inv_2	2	0.0029
a21o_1	2	0.0057
nor2_1	18	0.026
nand2_1	23	0.033
buf_4	2	0.0057
a22oi_1	2	0.0057
a21oi_1	8	0.015
nor3_1	4	0.0076
o22ai_1	2	0.0048
buf_2	4	0.0076
nand3_1	6	0.011
xor2_1	9	0.030
nor2b_1	3	0.0072
and2_1	6	0.014
o211ai_1	9	0.026
dfxtp_1	4	0.031
edfxtp_1	54	0.62
a221o_1	3	0.011
o21ai_1	3	0.0057
mux2_2	2	0.0086
nand2b_1	3	0.0072
-- logic make-up after synthesis --
logic type      share of synthesized area
compound gates                     0.0963
xor+xnor                           0.0500
fa+ha+maj                         0.00477
buf+inv                            0.0305
flops                               0.648
mux                                0.0124
other cells                       0.00143
simple gates                        0.156
-- through the flow --
| step | hold WS [ps] | worst slack (ps) | cell area (sq um) |
|---|---|---|---|
| global placement | 452 | 1720 | 3070 |
| detailed placement | 452 | 1710 | 3070 |
| floorplan | 437 | 2570 | 2630 |
